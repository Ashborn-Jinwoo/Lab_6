File: ./config.mk
export PLATFORM = sky130hd
export DESIGN_NAME = cpu
export DESIGN_NICKNAME = cpu
export VERILOG_FILES = /design/flow/design.v
export SDC_FILE = /design/flow/constraint.sdc
export NUM_CORES = 4
export LEC_CHECK = 1
export CORE_UTILIZATION = 30
File: ./constraint.sdc
current_design cpu

set clk_period 8.5
set clk_io_pct 0.2

create_clock -name clk0 -period $clk_period [get_ports {clk}]

set non_clock_inputs [all_inputs -no_clocks]
set_input_delay [expr $clk_period * $clk_io_pct] -clock clk0 $non_clock_inputs
set_output_delay [expr $clk_period * $clk_io_pct] -clock clk0 [all_outputs]
File: ./design.v
module FSM_controller(clk, s, reset, opcode, op, w, nsel, control);
    input clk;
    input s, reset;
    input [1:0] op;
    input [2:0] opcode;
    output w;
    reg w;
    output [2:0] nsel;
    reg [2:0] nsel;
    output [10:0] control;
    reg write, loada, loadb, asel, bsel, loads, loadc;
    reg [3:0] vsel;
    reg [8:0] next_state, present_state;
    assign control = {write, loada, loadb, asel, bsel, loads, loadc, vsel};
    always @(posedge clk) begin
        present_state = reset ? 9'b000_000_001 : next_state;
    end
    always @(*) begin
        {write, loada, loadb, asel, bsel, loads, loadc, vsel} = {11{1'b0}};
        nsel = 3'b000;
        w = 1'b0;
        case(present_state)
            9'b000_000_001: if(s == 1'b1) begin
                    next_state = 9'b000_000_010;
                    w = 1'b1;
                end else begin
                    next_state = 9'b000_000_001;
                    w = 1'b1;
                end
            9'b000_000_010: if({opcode, op} == 5'b110_10) begin
                    next_state = 9'b000_000_100;
                end else if ({opcode, op} == 5'b110_00 || {opcode, op} == 5'b101_11) begin
                    next_state = 9'b000_010_000;
                end else if ({opcode, op} == 5'b101_00 || {opcode, op} == 5'b101_01 || {opcode, op} == 5'b101_10) begin
                    next_state = 9'b000_001_000;
                end else begin
                    next_state = 9'b000_000_001;
                end
            9'b000_000_100: begin
                    next_state = 9'b000_000_001;
                    nsel = 3'b100;
                    write = 1'b1;
                    vsel = 4'b0100;
                end
            9'b000_001_000: begin
                    next_state = 9'b000_010_000;
                    nsel = 3'b100;
                    loada = 1'b1;
                end
            9'b000_010_000: begin
                    if ({opcode, op} == 5'b110_00 || {opcode, op} == 5'b101_11) begin
                        next_state = 9'b000_100_000;
                    end else begin
                        next_state = 9'b001_000_000;
                    end
                    nsel = 3'b001;
                    loadb = 1'b1;
                end
            9'b001_000_000: begin
                    if ({opcode, op} == 5'b101_01) begin
                        next_state = 9'b100_000_000;
                        loadc= 1'b0;
                    end else begin
                        next_state = 9'b010_000_000;
                        loadc= 1'b1;
                    end
                    asel = 1'b0;
                    bsel = 1'b0;
                end
            9'b000_100_000: begin
                    next_state = 9'b010_000_000;
                    asel = 1'b1;
                    bsel = 1'b0;
                    loadc = 1'b1;
                end
            9'b010_000_000: begin
                    next_state = 9'b000_000_001;
                    nsel = 3'b010;
                    vsel = 4'b0001;
                    write = 1'b1;
                end
            9'b100_000_000: begin
                    next_state = 9'b000_000_001;
                    loads = 1'b1;
                end
        endcase
    end
endmodule
module ALU(Ain, Bin, ALUop, out, Z, N, O);
    input [15:0] Ain, Bin;
    input [1:0] ALUop;
    output [15:0] out;
    reg [15:0] out;
    output Z, N, O;
    reg Z, N, O;
    always @(*) begin
        {Z, N, O} = 3'b000;
        if (ALUop == 2'b00) begin
            out = Ain + Bin;
        end else if (ALUop == 2'b01) begin
            out = Ain - Bin;
            Z = (out == 16'd0) ? 1'b1 : 1'b0;
            N = (out[15] == 1'b1) ? 1'b1 : 1'b0;
            O = (out [15] != out[7]) ? 1'b1 : 1'b0;
        end else if (ALUop == 2'b10) begin
            out = Ain & Bin;
        end else if (ALUop == 2'b11) begin
            out = ~Bin;
        end else begin
            out = {16{1'bx}};
        end
    end
endmodule
module cpu(clk, reset, s, load, in, out, N, V, Z, w);
    input clk, reset, s, load;
    input [15:0] in;
    output [15:0] out;
    output N, V, Z, w;
    wire [15:0] currentInstruction, sximm5, sximm8;
    wire [10:0] control_signal;
    wire [2:0] nsel, opcode, readnum, writenum;
    wire [1:0] op, ALUop, shift;
    vDFFE #(16) vDFFE_instruction(.clk(clk), .en(load), .in(in), .out(currentInstruction));
    instruction_decoder decoder(.instruction(currentInstruction), .nsel(nsel), .opcode(opcode),
    .op(op), .ALUop(ALUop), .sximm5(sximm5), .sximm8(sximm8), .shift(shift),
    .readnum(readnum), .writenum(writenum));
    FSM_controller controller(.clk(clk), .s(s), .reset(reset), .opcode(opcode), .op(op), .w(w), .nsel(nsel), .control(control_signal));
    datapath DP(.clk(clk), .readnum(readnum), .vsel(control_signal[3:0]), .loada(control_signal[9]),
                .loadb(control_signal[8]), .shift(shift), .asel(control_signal[7]), .bsel(control_signal[6]),
                .ALUop(ALUop), .loadc(control_signal[4]), .loads(control_signal[5]), .sximm5(sximm5), .writenum(writenum),
                .write(control_signal[10]), .datapath_in(sximm8), .mdata({16{1'b0}}),
                .PC({8{1'b0}}), .status({Z, N, V}), .datapath_out(out));
endmodule
module datapath (clk,
                readnum,
                vsel,  
                loada,
                loadb,
                shift,
                asel,
                bsel,
                ALUop,
                loadc,
                loads,
                sximm5,  
                writenum,
                write,  
                datapath_in,
                mdata,  
                PC,  
                status,
                datapath_out);
    input [15:0] datapath_in, sximm5, mdata;  
    input [7:0] PC;  
    input [3:0] vsel;  
    input [2:0] writenum, readnum;
    input [1:0] ALUop, shift;
    input write, clk, loada, loadb, asel, bsel, loads, loadc;
    output [2:0] status;
    output [15:0] datapath_out;
    wire [15:0] data_out, loada_out, loadb_out, sout, Ain, Bin, out;
    reg [15:0] data_in;
    wire zout, nout, oout;
    always @(*) begin
        if (vsel[3] == 1'b1) begin
            data_in = mdata;
        end else if (vsel[2] == 1'b1) begin
            data_in = datapath_in;
        end else if (vsel[1] == 1'b1) begin
            data_in = {8'b0, PC};
        end else if (vsel[0] == 1'b1) begin
            data_in = datapath_out;
        end else begin
            data_in = {16{1'bx}};
        end
    end
    regfile REGFILE(data_in, writenum, write, readnum, clk, data_out);
    vDFFE #(16) load_a(clk, loada, data_out, loada_out);
    vDFFE #(16) load_b(clk, loadb, data_out, loadb_out);
    shifter shift_op(loadb_out, shift, sout);
    assign Ain = asel ? {16{1'b0}} : loada_out;
    assign Bin = bsel ? sximm5 : sout;  
    ALU alu_op(Ain, Bin, ALUop, out, zout, nout, oout);
    vDFFE #(16) vDFFE_c(clk, loadc, out, datapath_out);
    vDFFE #(3) vDFFE_s(clk, loads, {zout, nout, oout}, status);
endmodule
module instruction_decoder(instruction, nsel, opcode, op, ALUop, sximm5, sximm8, shift, readnum, writenum);
    input [15:0] instruction;
    input [2:0] nsel;  
    output [15:0] sximm5, sximm8;
    output [2:0] opcode, readnum, writenum;
    output [1:0] op, ALUop, shift;
    reg[2:0] readnum, writenum;
    wire [2:0] Rn = instruction[10:8];
    wire [2:0] Rd = instruction[7:5];
    wire [2:0] Rm = instruction[2:0];
    assign opcode = instruction[15:13];
    assign op = instruction [12:11];
    assign ALUop = instruction[12:11];
    assign shift = instruction[4:3];
    always @(*) begin
        if (nsel[2] == 1'b1) begin
            readnum = Rn;
            writenum = Rn;
        end else if (nsel[1] == 1'b1) begin
            readnum = Rd;
            writenum = Rd;
        end else if (nsel[0] == 1'b1) begin
            readnum = Rm;
            writenum = Rm;
        end else begin
            readnum = 3'bxxx;
            writenum = 3'bxxx;
        end
    end
    assign sximm5 = instruction[4] ? {{11{1'b1}}, instruction[4:0]} : {{11{1'b0}}, instruction[4:0]};
    assign sximm8 = instruction[7] ? {{8{1'b1}}, instruction[7:0]} : {{8{1'b0}}, instruction[7:0]};
endmodule
module regfile(data_in, writenum, write, readnum, clk, data_out);
    input [15:0] data_in;
    input [2:0] writenum, readnum;
    input write, clk;
    output [15:0] data_out;
    reg [15:0] data_out;
    wire [7:0] onehot_writenum, onehot_readnum, load_enable;
    wire [15:0] R0, R1, R2, R3, R4, R5, R6, R7;
    three_to_eight_decoder top(writenum, onehot_writenum);
    three_to_eight_decoder bot(readnum, onehot_readnum);
    assign load_enable = onehot_writenum & {8{write}};
    vDFFE #(16) R0_out(clk, load_enable[0], data_in, R0);
    vDFFE #(16) R1_out(clk, load_enable[1], data_in, R1);
    vDFFE #(16) R2_out(clk, load_enable[2], data_in, R2);
    vDFFE #(16) R3_out(clk, load_enable[3], data_in, R3);
    vDFFE #(16) R4_out(clk, load_enable[4], data_in, R4);
    vDFFE #(16) R5_out(clk, load_enable[5], data_in, R5);
    vDFFE #(16) R6_out(clk, load_enable[6], data_in, R6);
    vDFFE #(16) R7_out(clk, load_enable[7], data_in, R7);
    always @(*) begin
        if (onehot_readnum[0] == 1'b1) begin
            data_out = R0;
        end else if (onehot_readnum[1] == 1'b1) begin
            data_out = R1;          
        end else if (onehot_readnum[2] == 1'b1) begin
            data_out = R2;
        end else if (onehot_readnum[3] == 1'b1) begin
            data_out = R3;
        end else if (onehot_readnum[4] == 1'b1) begin
            data_out = R4;
        end else if (onehot_readnum[5] == 1'b1) begin
            data_out = R5;
        end else if (onehot_readnum[6] == 1'b1) begin
            data_out = R6;
        end else if (onehot_readnum[7] == 1'b1) begin
            data_out = R7;
        end else begin
            data_out = {16{1'bx}};
        end
    end
endmodule
module three_to_eight_decoder(in, out);
    input [2:0] in;
    output [7:0] out;
    reg [7:0] out;
    always @(*) begin
        if (in == 3'b000) begin
            out = 8'b0000001;
        end else if (in == 3'b001) begin
            out = 8'b00000010;
        end else if (in == 3'b010) begin
            out = 8'b00000100;
        end else if (in == 3'b011) begin
            out = 8'b00001000;
        end else if (in == 3'b100) begin
            out = 8'b00010000;
        end else if (in == 3'b101) begin
            out = 8'b00100000;
        end else if (in == 3'b110) begin
            out = 8'b01000000;
        end else if (in == 3'b111) begin
            out = 8'b10000000;
        end else begin
            out = 8'bxxxxxxxx;
        end
    end
endmodule
module vDFFE(clk, en, in, out);
    parameter n = 1;  
    input clk, en;
    input [n-1:0] in;
    output [n-1:0] out;
    reg [n-1:0] out;
    wire [n-1:0] next_out;
    assign next_out = en ? in: out;
    always @(posedge clk) begin
        out = next_out;
    end
endmodule
module shifter (in, shift, sout);
    input [15:0] in;
    input [1:0] shift;
    output [15:0] sout;
    reg [15:0] sout;
    always @(*) begin
        if (shift == 2'b00) begin
            sout = in;  
        end else if (shift == 2'b01) begin
            sout = {in[14:0], 1'b0};  
        end else if (shift == 2'b10) begin
            sout = {1'b0, in[15:1]};  
        end else if (shift == 2'b11) begin
            sout = {in[15], in[15:1]};  
        end else begin
            sout = {16{1'bx}};
        end
    end
endmodule
File: ./run.sh
#!/bin/bash
# OpenROAD 26Q1-2900-gdf79404cd8, Yosys 0.63+post, stock flow scripts
make -C /OpenROAD-flow-scripts/flow DESIGN_CONFIG=/design/flow/config.mk WORK_HOME=/design/flow/orfs finish
==> results.toml <==
# physical design summary
[min_path]
worst_hold_path.num_cells = 1
holdPathEnd = "DP.REGFILE.R6_out.out[0]"
worst_hold_path_type = "register to register"
hold_start = "vDFFE_instruction.out[0]"

[worst_setup_path]
r2r_endpoint = "DP.vDFFE_s.out[2]"
cp.arrival_ns = 4.52
timing.critical_path.required_ns = 8.82
worstSetupEndpointType = "register"
cp_cell_sequence = "nor3_2 -> and2_2 -> nand3_1 -> and2_1 -> ha_1 -> nand2b_1 -> o311ai_1 -> a211oi_1 -> o21ai_1 -> a31oi_1 -> xor2_1 -> nand3_1 -> nor4_1"
path_class = "register to register"
timing.critical_path.from_type = "register"
critical-path-slowest-cell = "a211oi_1"
cp.buffers_inverters = 0
rr_worst_depth = 13
worst_r2r_startpoint = "controller.present_state[8]"
path_max_fanout = 16
slowest_delay_ns = 0.54
r2r_setup_slack_ns = 4.30
critical_path.top_delay_family = "simple AND/OR/NAND/NOR gates"
crit_top_cell = "nand3_1"

[final_timing]
timing.setup.tns_ns = 0
setup_repair_after_global_routing_missed_its_margin = "false"
skew_ns = 0.0101
post-route-min-period_ns = 4.20
timing_max_transition_violations_final = 0
endpoints_left_unconstrained = 9
timing.fmax_mhz = 238
worst_slew_pin_slew_ns = 0.910
unclocked_regs = 9
slew-limit-headroom_pct = 39.1
timing.final.crit_share_pct = 49.4
finalSetupViolCount = 0
hold_violations = 0
final_critical_path_setup_slack_ns = 4.30

[routing]
drtIter0Drc = 395
postRouteAntennaNets = 0
dr.pass1.iters = 5
post_drt_wl_per_cell_um = 18.3
dr_total_vias = 6077
route.detailed.drc = 0
route.detailed.vias_per_inst = 4.89
antenna-diode-count = 0
detail_route.wirelength_mm = 22.8

[die]
fp_util_pct = 30.4
floorplan.core_area_um2 = 33500
floorplan.die.width_um = 186
die_height_um = 186
floorplan.rows = 67
io_pins = 40
chip_area_um2 = 34700

[final_layout]
drive_gt1_share_pct = 17.0
layout_top_cell = "edfxtp_1"
layout_top_cells = "edfxtp_1 (195), o21ai_0 (45), inv_1 (39), clkdlybuf4s50_1 (39), nand2_1 (37)"
final-seq-area_um2 = 6170
syn_to_layout_area_delta_pct = 16.8
final.fill_count = 3218
postLayoutCellArea_um2 = 11900
mi_logic_area_um2 = 3780

[synthesis]
yosys_most_used_dff = "edfxtp_1"
post_synth_inst_count = 729
syn_avg_cell_area_um2 = 14.0
cell_type_count = 67
asyncSetResetFlopFracSynth_pct = 0
synth_area_leader_cell = "edfxtp_1"
mappedNetlistArea_um2 = 10200
yosys_register_bits = 213
synthesis.yosys.warnings = 9
synth.yosys.num_cells = 729
yosys-stat-area_um2 = 10200
synth-edff-count = 195
area_leaders = "edfxtp_1 (57%), mux4_2 (7.7%), ha_1 (3.8%), mux2_2 (2.8%), mux2i_1 (2.6%)"
netlist.area_leader.share_pct = 57.4

[grt]
overflow = 0
grt_antenna_before_repair = 0
grt_start_max_net_pins = 47
global_route_total_usage_across_every_layer_pct = 14.1
wire_length_of_the_first_global_routing_pass_mm = 35.9
vias_in_the_first_global_route = 6200

[clocking]
cts_hold_buffers = 0
post_cts_resized = 0
post_cts.repair.setup_buffers = 0
numCtsBuffers = 23
cts_root_buffer = "clkbuf_16"
cts-htree-levels = 1
worstSkewPairLatency_ns = 0.52
cts_tree = "done"
worst_setup_hold_path_clk_slew_ns = 0.06
clk_path_buf_depth = 3

[placed_design]
placement.io_buffers = 39
placed_area_um2 = 11200
place.detailed.hpwl_mm = 16.2
placement.setup.worst_slack_ns = 4.29
final_weighted_congestion_in_routability_driven_placement = 0.859

[power]
pwr_density_cell_nw_per_um2 = 191
worst_ir_drop_vdd_mv = 0.149
report.power.total_mw = 2.28
power.leakage_nw = 4.16

[outcome]
run_status = "finished, final reports clean"

[job]
tool_warnings = 40
max_cap_viol_count = 0
==> cell usage after synthesis (3+ instances only) <==
library cell	n
and2_1	16
edfxtp_1	195
nand2_1	37
nor4_1	4
nor3_1	11
a21o_1	15
inv_1	39
or3_1	4
o21bai_1	5
nand3_1	8
or2_2	3
clkbuf_1	22
o22ai_1	4
a31oi_1	4
a211oi_1	3
xnor2_1	17
mux2_2	25
nor3b_1	6
mux2i_1	26
ha_1	31
nor2_1	35
nor2b_1	14
buf_2	5
nand2b_1	9
xor2_1	6
and3_1	3
o211ai_1	6
o31ai_1	4
dfxtp_1	9
dlxtn_1	9
mux4_2	35
o21ai_0	45
a21oi_1	28
==> worst reg2reg max path, cell delays in order (launching register included) <==
cell and delay, ns:
dfxtp_1 0.34, nor3_2 0.23, and2_2 0.22, nand3_1 0.35, and2_1 0.34, ha_1 0.43, nand2b_1 0.13, o311ai_1 0.17
a211oi_1 0.54, o21ai_1 0.25, a31oi_1 0.21, xor2_1 0.33, nand3_1 0.13, nor4_1 0.33
==> sequential cells by signal, indices dropped and copies added, names as in the netlist, 16 cells and up <==
signal,cells
DP.REGFILE.R0_out.out,16
DP.REGFILE.R1_out.out,16
DP.REGFILE.R2_out.out,16
DP.REGFILE.R3_out.out,16
DP.REGFILE.R4_out.out,16
DP.REGFILE.R5_out.out,16
DP.REGFILE.R6_out.out,16
DP.REGFILE.R7_out.out,16
DP.load_a.out,16
DP.load_b.out,16
DP.vDFFE_c.out,16
vDFFE_instruction.out,16
==> where the power goes <==
group          total [mW]  switching [mW]  internal, mW  leakage [nW]
logic               0.217           0.120        0.0971          1.89
registers            1.11         0.00414          1.11          1.91
clock network       0.953           0.396         0.557         0.356
total                2.28           0.520          1.76          4.16
==> worst max-delay path by stage <==
stage | endpoint | depth (start not counted) | slack, ns | from
final | DP.vDFFE_s.out[2] | 13 | 4.30 | controller.present_state[8]
after CTS | DP.vDFFE_s.out[2] | 13 | 4.26 | controller.present_state[8]
after global routing | DP.vDFFE_s.out[2] | 14 | 3.92 | controller.present_state[8]
==> metrics by stage <==
step           util, %  hold WS [ns]  cells
3_3_place_gp      33.4         0.735   1203
6_report          35.5         0.777   1243
4_1_cts           35.5         0.773   1243
3_5_place_dp      33.4         0.761   1203
5_1_grt           35.5         0.804   1243
2_1_floorplan        -         0.602    729
==> kinds of logic (layout without fill, tap and decap cells) <==
logic type	count (synthesis)	in the layout	share of synthesized area [%]
latches	9	9	1.32
and+or+nand+nor	163	163	8.50
DFF	204	204	59.2
xor gates and xnor gates	23	23	1.97
muxes	86	86	13.0
AOI/OAI and AO/OA	140	140	8.81
buffers and inverters	71	137	2.98
adders and majority gates	33	33	4.20
==> layout make-up <==
cell class	count	area share, %
Inverter	39	1.23
Sequential cell	213	51.8
Multi-Input combinational cell	445	31.7
Timing Repair Buffer	58	4.47
Clock inverter	16	1.21
Clock buffer	24	4.86
Tap cell	448	4.70
==> metal layers <==
metal	global-route usage, %	up-vias	share of wire, %
li1	-	2883	-
met1	19.8	2932	41
met2	21.4	229	46
met3	6.26	33	11
met4	2.64	0	1.9
met5	0	-	0
Power is estimated from default activity; no workload was simulated.
